===== flow/config.mk =====
export PLATFORM = sky130hd
export DESIGN_NAME = incrementor
export DESIGN_NICKNAME = incrementor
export VERILOG_FILES = /design/flow/design.v
export SDC_FILE = /design/flow/constraint.sdc
export NUM_CORES = 4
export LEC_CHECK = 1
export CORE_AREA = 10 10 103 103
export DIE_AREA = 0 0 113 113

===== flow/constraint.sdc =====
current_design incrementor

set clk_period 6.3
set clk_io_pct 0.2

create_clock -name clk0 -period $clk_period [get_ports {clk}]

set non_clock_inputs [all_inputs -no_clocks]
set_input_delay [expr $clk_period * $clk_io_pct] -clock clk0 $non_clock_inputs
set_output_delay [expr $clk_period * $clk_io_pct] -clock clk0 [all_outputs]

===== flow/design.v =====
module incrementor (
	input wire clk,
	input wire in,
	input wire rst,
	output reg [23:0] out
);
	always @(posedge clk or posedge rst) begin
		if(rst) begin 
			out<=0;	
		end else if (in) begin
			out<=out+1;
		end else begin 
			out<=out-1;
		end
	end
endmodule

===== flow/run.sh =====
#!/bin/bash
# OpenROAD 26Q1-2900-gdf79404cd8, Yosys 0.63+post, stock flow scripts
make -C /OpenROAD-flow-scripts/flow DESIGN_CONFIG=/design/flow/config.mk WORK_HOME=/design/flow/orfs finish

==> flow_metrics.py <==
# Physical implementation metrics
metrics = {
    "status": {
        "run_status": "complete, no violations",
    },
    "synth": {
        "yosysChipArea_mm2": 0.001903,
        "yosysWarnings": 1,
        "yosysTopAreaCellShare_pct": 31.56,
        "netlist_instances": 210,
        "ys.flops": 24,
        "area_leaders": "dfrtp_1 (32%), ha_1 (14%), xnor2_1 (5.1%), a21oi_1 (4.7%), a21o_1 (4.3%)",
        "ys_cells": 210,
        "yosysSeqAreaShare_pct": 31.56,
        "synth_cell_types": 45,
        "syn_area_mm2": 0.001903,
        "largest_area_cell": "dfrtp_1",
        "avgSynthCellArea_um2": 9.062,
    },
    "clock_network": {
        "cts.clk_slew.worst_paths_ns": 0.09,
        "clock_path_buffers": 2,
        "ctsHoldBuffers": 0,
        "clock-sinks": 24,
        "h-tree-depth": 1,
        "cts_tree": "built",
        "cts_resized": 0,
        "cts_buffers": 3,
        "post-cts-setup-buffer-count": 0,
        "root_buffer": "clkbuf_8",
        "insertion_delay_ns": 0.27,
    },
    "final_layout": {
        "drive_above_1_share_pct": 4.681,
        "nFillCells": 868,
        "final_util_pct": 28.37,
        "final_layout_top_logic_cell": "clkdlybuf4s50_1",
        "reg_top3": "out (24)",
        "regMostFlops": "out",
        "area_growth_pct": 23.73,
        "largest_register_ff_count": 24,
        "final_area_mm2": 0.002355,
        "lay_top_cells": "clkdlybuf4s50_1 (26), dfrtp_1 (24), ha_1 (22), a21oi_1 (18), nand2_1 (17)",
    },
    "worst_hold_path": {
        "hold_depth": 1,
        "hold-path-endpoint": "out[0]",
        "hold_class": "register to register",
        "hold_start": "out[0]",
    },
    "critical_path": {
        "cp.required_ns": 6.44,
        "critPathMaxFanout": 23,
        "cp_cell_sequence": "clkdlybuf4s50_1, inv_1, buf_4, ha_1, a21o_1, a31oi_1, a211o_1, nand3_1, a2111oi_0, nor4_1",
        "r2r_cells": 7,
        "r2r_setup_slack_ns": 3.99,
        "timing.rr.start": "out[4]",
        "reg2reg_to": "out[21]",
        "slowest_delay_ns": 0.49,
        "crit_path_end_kind": "register",
        "critical_path_class": "input port to register",
        "arrival_ns": 3.88,
        "critical-path-slowest-cell": "clkdlybuf4s50_1",
        "cp-start-kind": "input port",
    },
    "route": {
        "drt_iter0_drc": 95,
        "routed_wl_um": 4569,
        "drtPass1Iterations": 4,
        "vias": 1618,
        "wire_per_inst_um": 13.44,
        "vias_per_cell": 4.759,
        "drcViolationCount": 0,
        "antenna-diode-count": 0,
        "ant_nets": 0,
    },
    "placed_design": {
        "gp_congestion": 0.8441,
        "placed_area_mm2": 0.002283,
        "portBuffers": 26,
        "dpl.hpwl_um": 3508,
    },
    "run": {
        "tool_warnings": 25,
        "drv_cap": 0,
    },
    "timing": {
        "rsz0062_at_grt": "no",
        "min_period_ns": 3.736,
        "finalCritPeriodShare_pct": 59.30,
        "tightest_slew_ns": 0.4291,
        "skew_ns": 0.004213,
        "slew_headroom_pct": 71.39,
        "final-setup-viol-count": 0,
        "fmax_ghz": 0.2677,
        "finalHoldViolCount": 0,
        "slew_viol_final": 0,
        "setup-tns-final_ns": 0,
    },
    "floorplanning": {
        "dieArea_mm2": 0.01277,
        "die_width_um": 113,
        "io_pins": 27,
        "core-area_mm2": 0.008299,
        "die_height_um": 113,
        "rows": 33,
        "core_util_floorplan_pct": 22.93,
    },
    "power_and_ir_drop": {
        "power.total_mw": 1.306,
        "ir_worst_vdd_mv": 0.1402,
        "leakage_nw": 1.007,
        "pwr_density_cell_mw_per_mm2": 554.7,
    },
    "global_route": {
        "grt_pass1_wl_um": 7824,
        "grt_max_degree": 25,
        "first_global_vias": 1581,
        "grt_usage_pct": 7.060,
        "grt.overflow.total": 0,
        "antenna_found_initial": 0,
    },
}
-- per-stage QoR --
stage,worst slack (ns),instances,hold slack (ns)
2_1_floorplan,2.875,210,0.4483
3_3_place_gp,2.393,336,0.4887
3_5_place_dp,2.328,336,0.4930
4_1_cts,2.572,340,0.5155
5_1_grt,2.416,340,0.5546
6_report,2.564,340,0.5094
-- cell type report --
cell class	instances	area [um^2]	area share [%]
clock inverter	1	30.03	1.275
clock buffer	3	41.29	1.753
inverter	6	22.52	0.9564
sequential	24	600.6	25.50
tap	105	131.4	5.579
multi-input combinational	173	1254	53.24
timing repair buffer	28	275.3	11.69
-- logic make-up (layout without fill, tap and decap cells) --
| kind of cell | after synthesis | count (layout) | synth area share, % |
|---|---|---|---|
| flops | 24 | 24 | 31.56 |
| buf+inv | 13 | 38 | 2.564 |
| xor+xnor | 18 | 18 | 8.284 |
| simple gates | 63 | 63 | 17.23 |
| fa+ha+maj | 23 | 23 | 15.52 |
| compound gates | 69 | 69 | 24.85 |
-- synth_stat cells, drive strengths merged --
library cell	instances
o21bai	2
dfrtp	24
inv	6
and2	3
nand2b	3
clkbuf	6
a21o	12
nor2b	3
fa	1
a21oi	18
nor3b	2
o41ai	1
nor3	2
xnor2	11
a211oi	1
nand2	17
nand4	4
a21boi	2
buf	1
and4	2
nor2	9
nor4	1
nand3	9
a211o	4
or2	1
o21ai	11
a41oi	1
a31oi	4
a2111oi	4
o22ai	1
o21ba	1
o22a	1
or3	1
xor2	7
o311a	1
a311oi	2
nor4b	2
and3	4
ha	22
o211ai	3
-- critical path: cells and delay by family --
family,cells,cell delay [ns]
buf+inv,3,0.76
fa+ha+maj,1,0.41
simple gates,2,0.27
compound gates,4,1.17
-- how the worst max path moves through the flow --
stage | endpoint | slack [ns] | from | cells past startpoint
4_1_cts | out[21] | 2.57 | in | 10
5_1_grt | out[21] | 2.42 | in | 10
6_report | out[21] | 2.56 | in | 10
-- routing by layer --
layer	track usage, %	up-vias	wire [um]
met5	0	-	0
met1	10.24	742	2247
met4	0.8460	0	49
met3	0.9615	2	178
li1	-	838	-
met2	11.21	36	2094
-- where the power goes --
group	internal [mW]	switching, mW	total, mW
logic	0.440	0.438	0.878
registers	0.241	0.0494	0.290
clock network	0.0850	0.0526	0.138
total	0.766	0.540	1.31
No activity file was given, so power comes from the tool's default toggle rates.
