==> flow/design.v <==
module integrator(
    input wire clk,
    input wire rst,
    input wire [23:0] in,
    output reg [23:0] out
);
    reg [23:0] data;
    always @(posedge clk or posedge rst) begin
    	if (rst) begin
	        out<=0;
        end else begin
	        out<=out+in;
	end
    end
endmodule
==> flow/run.sh <==
#!/bin/bash
# OpenROAD 26Q1-2900-gdf79404cd8, Yosys 0.63+post, stock flow scripts
make -C /OpenROAD-flow-scripts/flow DESIGN_CONFIG=/design/flow/config.mk WORK_HOME=/design/flow/orfs finish
==> flow/config.mk <==
export PLATFORM = sky130hd
export DESIGN_NAME = integrator
export DESIGN_NICKNAME = integrator
export VERILOG_FILES = /design/flow/design.v
export SDC_FILE = /design/flow/constraint.sdc
export NUM_CORES = 4
export LEC_CHECK = 1
export CORE_AREA = 10 10 113 113
export DIE_AREA = 0 0 123 123
==> flow/constraint.sdc <==
current_design integrator

set clk_period 6.5
set clk_io_pct 0.2

create_clock -name clk0 -period $clk_period [get_ports {clk}]

set non_clock_inputs [all_inputs -no_clocks]
set_input_delay [expr $clk_period * $clk_io_pct] -clock clk0 $non_clock_inputs
set_output_delay [expr $clk_period * $clk_io_pct] -clock clk0 [all_outputs]
==> Flow_metrics.wiki <==
== Run summary ==
{| class="wikitable"
! Metric !! Value
|-
| Clock period minus final worst setup slack || 3.59 ns
|-
| Fmax || 278 MHz
|-
| Net Sw Power || ~0.49 mW
|-
| Number of cells on the worst reg-to-reg path || 9
|-
| Share of synthesized area occupied by flip-flops and latches || 0.338
|-
| Leakage power summed over all cells || 1.07 nW
|-
| Worst clock skew on the final layout || slightly below 0.004 ns
|-
| Post-synthesis chip area from yosys || roughly 1800 um^2
|-
| Total placed cells including tap cells || 371
|-
| Proportion of layout cells with a drive suffix above 1 || 0.0544
|-
| Vias in the first global route || roughly 1600
|-
| DP Wirelength || 4130 um
|-
| Worst-Skew Late Latency || 0.27 ns
|-
| Final-report max-slew violation count || 0
|-
| Max FFs per register || 24
|-
| Number of CTS-inserted buffers || 3
|-
| Total routed wirelength || 4910 um
|-
| Vias per std cell || 4.14
|-
| Number of endpoints failing setup at the final stage || 0
|-
| Unique masters post-synth || 43
|-
| Result of the run || finished, final reports clean
|-
| Clock sink total || 24
|-
| Fraction of power consumed by combinational cells || 0.678
|-
| Reg power frac || 0.235
|-
| Non-filler instance count after layout || about 380
|-
| Detail Route Antenna Nets || 0
|-
| Cts repair resizes || 0
|-
| Gate Count Post-Synth || 188
|-
| Number of remaining DRC errors || 0
|-
| Min-Delay Startpoint || out[0]
|-
| Maxcap violations || 0
|-
| Sw frac || 0.403
|-
| Mean Syn Cell Area || ~9.5 um^2
|-
| Total cells reported by yosys after synthesis || between 150 and 200
|-
| Global route total overflow || 0
|-
| WP data required || 6.66 ns
|-
| Clock transition time at the flip-flop clock pins of the worst setup and hold paths || 0.09 ns
|-
| Pre-placement core utilization || 0.172
|-
| Kind of critical path || in2reg
|-
| Type of destination of the critical path || register
|-
| Number of I/O port buffers || 49
|-
| Worst min-delay path category || reg2reg
|-
| Tightest slew margin relative to the limit || 0.667
|-
| Fill cell instance count of the final layout || roughly 1100
|-
| Transition at the pin with the smallest max-transition slack || 0.498 ns
|-
| Wire length of the first global-routing pass || 8050 um
|-
| Global Route Usage Sum || 0.0650
|-
| Setup TNS after final layout || 0 ns
|-
| Power per unit of standard cell area || 484 nW/um^2
|-
| Post-CTS setup buffer count || 0
|-
| Origin of the worst setup path || in[0]
|-
| Clk network pwr share || 0.087
|-
| Min-Delay Path Depth || 1
|-
| Hold Fails Final Rpt || 0
|-
| Startpoint types || input port
|-
| Final GP Congestion || 0.848
|-
| Crit path arrival time || 3.75 ns
|-
| Flops after synth || 24
|-
| Post-route fraction of the period consumed by the critical path || 0.553
|-
| Number of hold buffers added after CTS || 0
|-
| Boundary Pins || 50
|-
| Core footprint || approximately 10000 um^2
|-
| Total tool warning count || 25
|-
| Height of the die || around 120 um
|-
| Max Root-Sink Buffers || 2
|-
| Maximum number of pins on one net before global-route repair || 14
|-
| 1st-pass router iterations || 4
|-
| Iteration-0 DRC count of the detailed router || 94
|-
| Unrepaired setup endpoints after global routing || false
|-
| Clock Root Buffer || clkbuf_8
|-
| Antenna diodes || 0
|-
| Die x size || 123 um
|-
| Chip Area || between 15000 and 20000 um^2
|-
| Post-synthesis instance area || 1780 um^2
|-
| Largest Register || out
|-
| Biggest fanout along the worst timing path || 4
|-
| Detailed-route via count || between 1500 and 2000
|-
| Internal power summed over all cells || 0.718 mW
|-
| Yosys Warn Count || 1
|-
| Clock tree from TritonCTS || done
|-
| Post-DR wirelength/cell || 13.1 um
|-
| Total number of placement rows || 37
|-
| Antenna violations before repair || 0
|-
| Maximum vdd drop || 149 uV
|-
| Number of H-tree levels || 1
|-
| Reg-to-reg critical path startpoint || out[0]
|-
| Top Registers || out x24
|-
| Growth of design area from synthesis to finish || 39.9%
|}
-- per-stage QoR --
step / utilization / total power [mW] / setup slack, ns / instance area [um^2] / hold slack (ns)
3_3_place_gp: 0.236 / 1.11 / 2.68 / 2430 / 0.484
2_1_floorplan: - / 0.812 / 3.31 / 1780 / 0.443
5_1_grt: 0.241 / 1.33 / 2.68 / 2490 / 0.544
4_1_cts: 0.241 / 1.22 / 2.91 / 2490 / 0.518
6_report: 0.241 / 1.20 / 2.91 / 2490 / 0.509
3_5_place_dp: 0.236 / 1.11 / 2.62 / 2430 / 0.491
-- layer usage --
metal / wire, um / GRT usage / vias up
met5: 0 / 0 / -
met4: 17 / 0.00364 / 0
met3: 367 / 0.0185 / 2
met2: 2050 / 0.0994 / 51
met1: 2470 / 0.0943 / 703
li1: - / - / 795
-- path summary, 6_finish.rpt --
path | to | slack (ns)
worst min-delay path | out[0] | 0.51
worst max register to register | out[22] | 3.96
min in group asynchronous | out[0] | 1.33
worst max-delay path | out[22] | 2.91
worst min register to register | out[0] | 0.51
max in group asynchronous | out[13] | 4.59
-- cells by family after synthesis --
kind of cell	after synthesis	synth area share
buf+inv	8	0.0183
compound gates	63	0.232
flops	24	0.338
fa+ha+maj	24	0.173
simple gates	47	0.129
xor+xnor	21	0.103
mux	1	0.00563
-- Yosys cell counts (all sizes together) --
cell | n | area, um^2
a21oi | 27 | 143
dfrtp | 24 | 601
ha | 23 | 288
nand2 | 16 | 60.1
xnor2 | 12 | 105
o21ai | 11 | 58.8
nor2 | 9 | 33.8
xor2 | 9 | 78.8
a21o | 8 | 60.1
inv | 5 | 18.8
and3 | 4 | 25.0
nor3 | 4 | 20.0
a31oi | 3 | 18.8
or3 | 3 | 18.8
a2111oi | 2 | 23.8
and2 | 2 | 12.5
clkbuf | 2 | 8.75
nand3 | 2 | 10.0
nand4 | 2 | 18.8
nor2b | 2 | 12.5
o211ai | 2 | 15.0
o311ai | 2 | 17.5
a211oi | 1 | 7.51
a21boi | 1 | 7.51
a221o | 1 | 10.0
a221oi | 1 | 15.0
buf | 1 | 5.00
fa | 1 | 20.0
mux2i | 1 | 10.0
nand2b | 1 | 6.26
nor4 | 1 | 6.26
o2111ai | 1 | 8.76
o211a | 1 | 10.0
o21bai | 1 | 11.3
o22ai | 1 | 6.26
or2 | 1 | 6.26
-- worst max-delay path: stages --
cell             delay, ns
clkdlybuf4s50_1       0.40
ha_1                  0.22
fa_1                  0.41
a21oi_1               0.26
o22ai_1               0.18
o211ai_1              0.24
a21oi_1               0.14
o311ai_0              0.35
nand2_1               0.11
xor2_1                0.14
-- layout by cell type (no fill, tap or decap), types with 2 or more instances in the layout --
cell              n
inv_1             5
and2_1            2
nor3_1            4
and3_1            4
xor2_1            9
dfrtp_1          24
nor2_1            9
nand3_1           2
clkdlybuf4s50_1  49
ha_1             23
o211ai_1          2
a21oi_1          25
a31oi_1           3
xnor2_1          12
clkbuf_8          4
o21ai_0           9
nand2_1          16
or3_1             3
a21oi_2           2
nor2b_1           2
a21o_1            8
-- area by class of cell --
class | instances | area, um^2 | area share
inverters | 5 | 18.8 | 0.00755
clock buffers | 4 | 55.1 | 0.0221
well taps | 136 | 170 | 0.0684
flip-flops and latches | 24 | 601 | 0.241
repair buffers | 50 | 498 | 0.200
multi-input cells | 156 | 1140 | 0.460
-- power by group through the flow --
stage	sequential (mW)	combinational (mW)	clock, mW
4_1_cts	0.285	0.829	0.110
5_1_grt	0.295	0.923	0.115
6_report	0.283	0.816	0.105
Power and IR drop assume default switching activity.
