**design/flow/design.v**
```verilog
module mux4to1 (
    input wire [1:0] sel,     
    input wire [23:0] d0,            
    input wire [23:0] d1,            
    input wire [23:0] d2,            
    input wire [23:0] d3,            
    output wire [23:0] y             
);
    assign y = (sel == 2'b00) ? d0 :
               (sel == 2'b01) ? d1 :
               (sel == 2'b10) ? d2 :
                                d3;
endmodule
```
**design/flow/run.sh**
```bash
#!/bin/bash
# OpenROAD 26Q1-2900-gdf79404cd8, Yosys 0.63+post, stock flow scripts
make -C /OpenROAD-flow-scripts/flow DESIGN_CONFIG=/design/flow/config.mk WORK_HOME=/design/flow/orfs finish
```
**design/flow/config.mk**
```make
export PLATFORM = sky130hd
export DESIGN_NAME = mux4to1
export DESIGN_NICKNAME = mux4to1
export VERILOG_FILES = /design/flow/design.v
export SDC_FILE = /design/flow/constraint.sdc
export NUM_CORES = 4
export LEC_CHECK = 1
export CORE_AREA = 10 10 85 85
export DIE_AREA = 0 0 95 95
```
**design/flow/constraint.sdc**
```tcl
current_design mux4to1

set clk_period 4.2
set clk_io_pct 0.2

create_clock -name clk0 -period $clk_period

set non_clock_inputs [all_inputs -no_clocks]
set_input_delay [expr $clk_period * $clk_io_pct] -clock clk0 $non_clock_inputs
set_output_delay [expr $clk_period * $clk_io_pct] -clock clk0 [all_outputs]
```
==> out/qor.yml <==
synth_area_sq_um: 620.6
tns_ns: 0
rows: 27
worst_hold_path.num_cells: 3
port_buffers: 122
cp_max_fo: 13
vias_per_cell: 3.873
fp_util: 0.1134
hold_path_class: "in2out"
design.die.area_sq_um: 9025
top_area_cell: "mux4_2"
slew_viol_final: 0
period_minus_slack_ns: 3.254
n_antenna_cell: 0
netlist-cell-type-count: 6
worstPathArrival_ns: 2.41
ys_cells: 30
holdCritStartpoint: "sel[0]"
cts_setup_buffers: 0
grt_start_max_net_pins: 25
status: "completed"
ir_drop_uv: 41.64
holdBufCountCts: 0
cts_resized: 0
chipHeight_microns: 95
antenna_left: 0
netlist.area_leader.share: 0.7258
seq_cell_count: 0
worst_hold_slack_ns: 2.768
final_area_sq_um: 1889
boundaryPins: 122
vias: 852
syn_inst: 30
rsz0062_at_grt: "no"
drc: 0
setup_ws_ns: 0.9463
worst_setup_path_end_kind: "output port"
min_to: "y[5]"
p_leak_nw: 0.6610
switching_share: 0.1878
cp.required_ns: 3.36
seq_area_sq_um: 0
grt_pass1_wl_microns: 6182
nFillCells: 543
placed_area_sq_um: 1889
pwr-share-seq: 0
power_frac_comb: 1.000
p_clk_frac: 0
synth-area-yosys_sq_um: 620.6
utilization: 0.3452
core_area_sq_um: 5473
fmax_mhz: 307.3
dpl_worst_slack_ns: 0.9000
antenna_found_initial: 0
syn_to_final_growth_pct: 204.4
gp_congestion: 0.7402
drive_gt1_frac: 0.1554
top_cell: "mux4_2"
critPathLaunch: "sel[0]"
grt_pass1_vias: 1058
warnings: 32
grt.total_usage: 0.09056
area_leaders: "mux4_2 73%, mux4_1 17%, buf_12 6.5%, buf_6 1.8%, buf_2 1.6%"
cap_violations: 0
yosysWarnings: 0
maxSlewHeadroom: 0.7191
overflow: 0
start_kind: "input pin"
p_int_mw: 0.1533
common_cells: "20 x mux4_2, 4 x mux4_1, 2 x buf_12, 2 x buf_2"
nClkBuffers: 0
die_w_microns: 95
synth.avg_cell_area_sq_um: 20.69
p_per_area_nw_per_um2: 99.93
critPathKind: "in2out"
finalSetupViolCount: 0
postSynthSeqShare: 0
logic_area_sq_um: 555.5
first_pass_iters: 4
dp_hpwl_microns: 3995
wl_per_cell_microns: 19.48
post-route-period-util: 0.7747
drt_iter0_markers: 6
final_hold_viol_count: 0
tightest_slew_ns: 0.4214
p_switching_mw: 0.03546
drt_wl_total_microns: 4285
==> area by class of cell <==
cell class         instances  share of cell area
repair buffers           124              0.6583
multi-input cells         24              0.2940
well taps                 72             0.04768
==> worst max-delay path by stage <==
stage	depth (start not counted)	to	slack [ns]
CTS	4	y[19]	0.90
global route	4	y[19]	0.82
finish	4	y[19]	0.95
==> power groups by stage <==
stage	Clock [mW]	Combinational, mW	Sequential [mW]
CTS	0	0.193	0
global route	0	0.202	0
finish	0	0.189	0
==> cells by family after synthesis <==
kind of cell | count (synthesis) | synth area share
mux | 24 | 0.8952
buf+inv | 6 | 0.1048
==> per-stage QoR <==
step	total power, mW	cells
2_1_floorplan	0.04995	30
3_3_place_gp	0.1905	220
3_5_place_dp	0.1918	220
4_1_cts	0.1929	220
5_1_grt	0.2017	220
6_report	0.1888	220
==> layout by cell type (no fill, tap or decap) <==
cell	Yosys	final
clkdlybuf4s50_1	0	121
mux4_2	20	20
mux4_1	4	4
buf_2	2	1
buf_4	0	1
buf_12	2	1
==> critical path, cell delays in order <==
cell and delay [ns]:
buf_2 0.35, buf_12 0.21, mux4_1 0.56, clkdlybuf4s50_1 0.43
==> layer usage <==
metal  vias up  share of wire  track usage
met5         -              0            0
met4         0              0            0
met3         0          0.057      0.02484
met2        32           0.65       0.1854
met1       424           0.30      0.09320
li1        396              -            -
No activity file was given, so power comes from the tool's default toggle rates.
